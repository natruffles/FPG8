$ cat flow/design.v
module clock_pulser #(
    parameter MODULO = 300000
) (
    input clk,
    input reset,
    output reg clock_divided
);
localparam WIDTH = (MODULO == 1) ? 1 : $clog2(MODULO);
reg [WIDTH-1:0] count = 0;
wire edge_trigger;
assign edge_trigger = (count == MODULO - 1) ? 1'b1 : 1'b0;
always @ (posedge clk) begin
    if (edge_trigger == 1'b1) begin
        count <= 0;
    end else begin
        count <= count + 1;
    end
end
always @ (posedge edge_trigger) begin
    if (reset) clock_divided <= 0;
    clock_divided <= ~clock_divided;
end
endmodule
$ cat flow/constraint.sdc
current_design clock_pulser

set clk_period 3.1
set clk_io_pct 0.2

create_clock -name clk0 -period $clk_period [get_ports {clk}]

set non_clock_inputs [all_inputs -no_clocks]
set_input_delay [expr $clk_period * $clk_io_pct] -clock clk0 $non_clock_inputs
set_output_delay [expr $clk_period * $clk_io_pct] -clock clk0 [all_outputs]
$ cat flow/config.mk
export PLATFORM = sky130hd
export DESIGN_NAME = clock_pulser
export DESIGN_NICKNAME = clock_pulser
export VERILOG_FILES = /design/flow/design.v
export SDC_FILE = /design/flow/constraint.sdc
export NUM_CORES = 4
export LEC_CHECK = 1
export CORE_AREA = 10 10 99 99
export DIE_AREA = 0 0 109 109
$ cat flow/run.sh
#!/bin/bash
# OpenROAD 26Q1-2900-gdf79404cd8, Yosys 0.63+post, stock flow scripts
make -C /OpenROAD-flow-scripts/flow DESIGN_CONFIG=/design/flow/config.mk WORK_HOME=/design/flow/orfs finish
==> flow_summary.toml <==
# implementation run metrics
[run_status]
status = "complete, no violations"

[grt]
grt_pass1_wl_um = 2480
grt_max_degree = 13
grt_usage_pct = 2.39
antenna_found_initial = 0
grt-ovfl-total = 0
grt_pass1_vias = 557

[final_timing]
clock_skew_ps = 2.11
finalCritPeriodShare_pct = 54.6
post-route-min-period_ps = 1690
unconstrained_endpoints = 2
setup_viol = 0
rsz0062_at_grt = "false"
whs_ps = 485
relSlewSlack_pct = 70.6
hold_viol_final = 0
fin_tns_setup_ps = 0
maxSlewViolCount = 0
worst_slew_pin_slew_ps = 441
worst_slack_ps = 1410
max_clock_freq_ghz = 0.591
unclocked_regs = 1

[power]
power_uw = 411
worst_ir_drop_vdd_mv = 0.185
powerDensity_nw_per_um2 = 408
leakagePower_nw = 0.343

[cells_and_area]
fin_util_pct = 13.0
fin_cells = 195
lay_top_count = "dfxtp_1"
fin_area_um2 = 1010
areaGrowthSynthToFinish_pct = 21.2
drive_gt1_share_pct = 6.45
mostFrequentLayoutCells = "dfxtp_1 (20), nor2_1 (14), xor2_1 (8), xnor2_1 (8), nand2_1 (7)"

[routing]
dr.pass1.iters = 4
vias_per_cell = 3.06
drc_errors = 0
wl_met2_um = 575
wire_per_inst_um = 7.10
ant_nets = 0
vias = 596
top_layer = "met4"
drt-met1-wl_um = 743
dr_wl_met3_um = 38
drt-initial-drc-count = 94
totalWireLength_um = 1390
antenna_cells = 0

[worst_setup_path]
cp.required_ps = 3240
critPathMaxStageDelay_ps = 550
crit_chain = "nand3_2, or4_4, or3_1, xnor2_1"
worst-setup-path-type = "reg2reg"
slowest_stage = "or4_4"
worstPathArrival_ps = 1840
start_kind = "flip-flop"
worst-r2r-cell-count = 4
cp_max_fo = 7
endpoint_kind = "flip-flop"

[clock_network]
ctsResizeCount = 0
htreeDepth = 1
cts.clk_slew.worst_paths_ps = 70
postCtsSetupBuffers = 0
holdBufCountCts = 0
clockRootBuffer = "clkbuf_8"
insertion_delay_ps = 250
cts_buffers = 3
cts_tree = "done"
clk_path_buf_depth = 2

[floorplan]
die_area_um2 = 11900
initial_utilization_pct = 10.8
io_pins = 3
dieWidth_um = 109
die_h_um = 109
fp.coreArea_um2 = 7730
placementRows = 32

[synthesis]
topCellsByArea = "dfxtp_1 (48%), xnor2_1 (8.4%), xor2_1 (8.4%)"
synth_seq_share_pct = 48.2
synth_cell_types = 23
synth_flops = 20
syn_area_per_cell_um2 = 9.23
postSynthCellCount = 90
synth_stat.cells = 90
yosysChipArea_um2 = 831
synthesis.area_um2 = 831
top_cell_area_share_pct = 48.2
yosysWarnings = 1
top_area_cell = "dfxtp_1"

[job]
log.warning_count = 26
maxCapViolations = 0

[min_path]
holdPathStages = 1
hp-class = "reg2reg"

[placement]
place_inst = 191
routabilityCongestion = 0.819
placed_area_um2 = 961
post-dp-hpwl_um = 961
dp_slack_ps = 1410
port_buffers = 1
cells in the mapped netlist (all sizes together):
library cell and n:
dfxtp 20, nor2 14, xnor2 8, xor2 8, nand2 7, nand3 6
nand4 6, nor4 3, and3 2, and4 2, clkbuf 2, or3 2
a21oi 1, and2 1, ha 1, inv 1, nand2b 1, nor2b 1
nor3 1, nor4b 1, o21ai 1, or4 1
report_power, final:
| group | switching (mW) | internal (mW) | total (mW) |
|---|---|---|---|
| logic | 0 | 0 | 0.000000156 |
| registers | 0 | 0.244 | 0.244 |
| clock network | 0.0781 | 0.0892 | 0.167 |
| total | 0.0781 | 0.333 | 0.411 |
cells by family (layout without fill, tap and decap cells):
group | Yosys count | in the layout | synth area share (%)
and+or+nand+nor | 48 | 48 | 30.9
DFF | 20 | 20 | 48.2
xor gates and xnor gates | 16 | 16 | 16.9
buffers and inverters | 3 | 6 | 1.36
AOI/OAI and AO/OA | 2 | 2 | 1.20
adders and majority gates | 1 | 1 | 1.51
metal layers:
metal,global-route usage [%],vias to the layer above
met4,0.377,0
met5,0,-
met1,3.62,270
met3,0.478,2
li1,-,314
met2,3.47,10
final cells by class:
type | instances | area (µm²)
sequential | 20 | 400
multi-input combinational | 67 | 419
clock inverter | 1 | 5.00
fill | 863 | 6720
tap | 102 | 128
inverter | 1 | 3.75
timing repair buffer | 1 | 10.0
clock buffer | 3 | 41.3
critical path, delay by kind of cell, from the launching register on:
| family | cells | cell delay (ps) |
|---|---|---|
| DFF | 1 | 460 |
| xor gates and xnor gates | 1 | 130 |
| and+or+nand+nor | 3 | 1000 |
worst paths after layout:
path / from / to / slack [ps]
setup / recovery: count[5]$_SDFF_PN0_ / count[17]$_SDFF_PN0_ / 1410
hold / removal: count[0]$_SDFF_PN0_ / count[0]$_SDFF_PN0_ / 490
setup reg to reg: count[5]$_SDFF_PN0_ / count[17]$_SDFF_PN0_ / 1410
hold reg to reg: count[0]$_SDFF_PN0_ / count[0]$_SDFF_PN0_ / 490
sequential cells by signal, indices dropped and copies added, names as in the netlist:
signal,cells
count,19
clock_divided,1
